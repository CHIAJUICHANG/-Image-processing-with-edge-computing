$ cat design/flow/config.mk
export PLATFORM = sky130hd
export DESIGN_NAME = ml_demodulator
export DESIGN_NICKNAME = ml_demodulator
export VERILOG_FILES = /design/flow/design.v
export SDC_FILE = /design/flow/constraint.sdc
export NUM_CORES = 4
export LEC_CHECK = 1
export CORE_UTILIZATION = 30
$ cat design/flow/constraint.sdc
current_design ml_demodulator

set clk_period 38.1
set clk_io_pct 0.2

create_clock -name clk0 -period $clk_period [get_ports {i_clk}]

set non_clock_inputs [all_inputs -no_clocks]
set_input_delay [expr $clk_period * $clk_io_pct] -clock clk0 $non_clock_inputs
set_output_delay [expr $clk_period * $clk_io_pct] -clock clk0 [all_outputs]
$ cat design/flow/design.v
module cal (
    input  [  8-1:0] cal_x,
    input  [ 64-1:0] cal_y,
    input  [128-1:0] cal_r,
    output [ 10-1:0] cal_result
);
wire                 x4_i,  x4_r,  x3_i,  x3_r,  x2_i,  x2_r,  x1_i,  x1_r;
wire signed [ 8-1:0] y4_i,  y4_r,  y3_i,  y3_r,  y2_i,  y2_r,  y1_i,  y1_r;
wire signed [ 8-1:0] r44_r, r34_i, r34_r, r24_i, r24_r, r14_i, r14_r, r33_r, r23_i, r23_r, r13_i, r13_r, r22_r, r12_i, r12_r, r11_r;
wire signed [13-1:0] y4_tmp_i, y4_tmp_r, y3_tmp_i, y3_tmp_r, y2_tmp_i, y2_tmp_r, y1_tmp_i, y1_tmp_r;
wire signed [ 8-1:0] r44s4r_r, r44s4i_i, r33s3r_r, r33s3i_i, r34s4r_r, r34s4i_r, r34s4r_i, r34s4i_i, r22s2r_r, r22s2i_i, r23s3r_r, r23s3i_r, r23s3r_i, r23s3i_i, r24s4r_r, r24s4i_r, 
                     r24s4r_i, r24s4i_i, r11s1r_r, r11s1i_i, r12s2r_r, r12s2i_r, r12s2r_i, r12s2i_i, r13s3r_r, r13s3i_r, r13s3r_i, r13s3i_i, r14s4r_r, r14s4i_r, r14s4r_i, r14s4i_i;
wire signed [ 8-1:0] y1_ext_i, y1_ext_r, y2_ext_i, y2_ext_r, y3_ext_i, y3_ext_r, y4_ext_i, y4_ext_r;
wire signed [ 8-1:0] entry4_r, entry4_i, entry3_r, entry3_i, entry2_r, entry2_i, entry1_r, entry1_i;
wire signed [ 9-1:0] square4_r, square4_i, square3_r, square3_i, square2_r, square2_i, square1_r, square1_i;
assign {x4_i, x4_r, x3_i, x3_r, x2_i, x2_r, x1_i, x1_r} = {cal_x};
assign {y4_i, y4_r, y3_i, y3_r, y2_i, y2_r, y1_i, y1_r} = {cal_y};
assign {r44_r, r34_i, r34_r, r24_i, r24_r, r14_i, r14_r, r33_r, r23_i, r23_r, r13_i, r13_r, r22_r, r12_i, r12_r, r11_r} = cal_r;
assign y4_tmp_i = y4_i * 5'sb0001_1; 
assign y4_tmp_r = y4_r * 5'sb0001_1; 
assign y3_tmp_i = y3_i * 5'sb0001_1; 
assign y3_tmp_r = y3_r * 5'sb0001_1; 
assign y2_tmp_i = y2_i * 5'sb0001_1; 
assign y2_tmp_r = y2_r * 5'sb0001_1; 
assign y1_tmp_i = y1_i * 5'sb0001_1; 
assign y1_tmp_r = y1_r * 5'sb0001_1; 
assign r44s4r_r = (x4_r)? -r44_r: r44_r;
assign r44s4i_i = (x4_i)? -r44_r: r44_r;
assign r33s3r_r = (x3_r)? -r33_r: r33_r;
assign r33s3i_i = (x3_i)? -r33_r: r33_r;
assign r34s4r_r = (x4_r)? -r34_r: r34_r;
assign r34s4i_r = (x4_i)? -r34_i: r34_i;
assign r34s4r_i = (x4_r)? -r34_i: r34_i;
assign r34s4i_i = (x4_i)? -r34_r: r34_r;
assign r22s2r_r = (x2_r)? -r22_r: r22_r;
assign r22s2i_i = (x2_i)? -r22_r: r22_r;
assign r23s3r_r = (x3_r)? -r23_r: r23_r;
assign r23s3i_r = (x3_i)? -r23_i: r23_i;
assign r23s3r_i = (x3_r)? -r23_i: r23_i;
assign r23s3i_i = (x3_i)? -r23_r: r23_r;
assign r24s4r_r = (x4_r)? -r24_r: r24_r;
assign r24s4i_r = (x4_i)? -r24_i: r24_i;
assign r24s4r_i = (x4_r)? -r24_i: r24_i;
assign r24s4i_i = (x4_i)? -r24_r: r24_r;
assign r11s1r_r = (x1_r)? -r11_r: r11_r;
assign r11s1i_i = (x1_i)? -r11_r: r11_r;
assign r12s2r_r = (x2_r)? -r12_r: r12_r;
assign r12s2i_r = (x2_i)? -r12_i: r12_i;
assign r12s2r_i = (x2_r)? -r12_i: r12_i;
assign r12s2i_i = (x2_i)? -r12_r: r12_r;
assign r13s3r_r = (x3_r)? -r13_r: r13_r;
assign r13s3i_r = (x3_i)? -r13_i: r13_i;
assign r13s3r_i = (x3_r)? -r13_i: r13_i;
assign r13s3i_i = (x3_i)? -r13_r: r13_r;
assign r14s4r_r = (x4_r)? -r14_r: r14_r;
assign r14s4i_r = (x4_i)? -r14_i: r14_i;
assign r14s4r_i = (x4_r)? -r14_i: r14_i;
assign r14s4i_i = (x4_i)? -r14_r: r14_r;
assign y4_ext_i = y4_tmp_i[1+:8];
assign y4_ext_r = y4_tmp_r[1+:8];
assign y3_ext_i = y3_tmp_i[1+:8];
assign y3_ext_r = y3_tmp_r[1+:8];
assign y2_ext_i = y2_tmp_i[1+:8];
assign y2_ext_r = y2_tmp_r[1+:8];
assign y1_ext_i = y1_tmp_i[1+:8];
assign y1_ext_r = y1_tmp_r[1+:8];
assign entry4_r =   y4_ext_r - r44s4r_r;
assign entry4_i =   y4_ext_i - r44s4i_i;
assign entry3_r =  (y3_ext_r - r33s3r_r) + (-r34s4r_r + r34s4i_r);
assign entry3_i =  (y3_ext_i - r33s3i_i) + (-r34s4r_i - r34s4i_i);
assign entry2_r = ((y2_ext_r - r22s2r_r) + (-r23s3r_r + r23s3i_r)) +  (-r24s4r_r + r24s4i_r);
assign entry2_i = ((y2_ext_i - r22s2i_i) + (-r23s3r_i - r23s3i_i)) +  (-r24s4r_i - r24s4i_i);
assign entry1_r = ((y1_ext_r - r11s1r_r) + (-r12s2r_r + r12s2i_r)) + ((-r13s3r_r + r13s3i_r) + (-r14s4r_r + r14s4i_r));
assign entry1_i = ((y1_ext_i - r11s1i_i) + (-r12s2r_i - r12s2i_i)) + ((-r13s3r_i - r13s3i_i) + (-r14s4r_i - r14s4i_i));
assign square4_r = (entry4_r[7])? (~entry4_r)+1: entry4_r;
assign square4_i = (entry4_i[7])? (~entry4_i)+1: entry4_i;
assign square3_r = (entry3_r[7])? (~entry3_r)+1: entry3_r;
assign square3_i = (entry3_i[7])? (~entry3_i)+1: entry3_i;
assign square2_r = (entry2_r[7])? (~entry2_r)+1: entry2_r;
assign square2_i = (entry2_i[7])? (~entry2_i)+1: entry2_i;
assign square1_r = (entry1_r[7])? (~entry1_r)+1: entry1_r;
assign square1_i = (entry1_i[7])? (~entry1_i)+1: entry1_i;
assign cal_result = ((square4_r + square4_i) + (square3_r + square3_i)) + ((square2_r + square2_i) + (square1_r + square1_i));
endmodule
module ml_demodulator(
    i_clk,
    i_rst,
    i_trig,
    i_y_hat,
    i_r,
    i_rd_rdy,
    o_rd_vld,
    o_llr,
    o_hard_bit
);
input            i_clk;
input            i_rst;
input            i_trig;
input  [ 64-1:0] i_y_hat;
input  [128-1:0] i_r;
input            i_rd_rdy;
output           o_rd_vld;
output [  8-1:0] o_llr;
output           o_hard_bit;
localparam INF = 10'b01_1111_1111;
reg            i_trig_d;
reg  [ 64-1:0] i_y_hat_d;
reg  [128-1:0] i_r_d;
reg  [  8-1:0] w_ptr, r_ptr;
reg  [256-1:0] buffer;
wire [  8-1:0] pattern0, pattern1, pattern2, pattern3;
wire [ 10-1:0] cal_result0, cal_result1, cal_result2, cal_result3;
wire           cal_done;
reg            busy;
reg  [  6-1:0] cycle_cnt;
wire signed [ 10-1:0] min_x42, min_x41, min_x32, min_x31, min_x22, min_x21;
wire signed [ 10-1:0] min_x42_n, min_x41_n, min_x32_n, min_x31_n, min_x22_n, min_x21_n;
wire signed [ 10-1:0] local_min, cal_min01, cal_min23, cal_min13, cal_min02;
wire signed [ 10-1:0] min_x42_1,   min_x41_1,   min_x32_1,   min_x31_1,   min_x22_1,   min_x21_1,   min_x12_1,   min_x11_1;
wire signed [ 10-1:0] min_x42_0,   min_x41_0,   min_x32_0,   min_x31_0,   min_x22_0,   min_x21_0,   min_x12_0,   min_x11_0;
reg  signed [ 10-1:0] min_x42_1_n, min_x41_1_n, min_x32_1_n, min_x31_1_n, min_x22_1_n, min_x21_1_n, min_x12_1_n, min_x11_1_n;
reg  signed [ 10-1:0] min_x42_0_n, min_x41_0_n, min_x32_0_n, min_x31_0_n, min_x22_0_n, min_x21_0_n, min_x12_0_n, min_x11_0_n;
wire signed [ 10-1:0] llr_x11, llr_x12, llr_x21, llr_x22, llr_x31, llr_x32, llr_x41, llr_x42;
wire                  hb_x11, hb_x12, hb_x21, hb_x22, hb_x31, hb_x32, hb_x41, hb_x42;
cal CAL_U0 (
    .cal_x      (pattern0),
    .cal_y      (i_y_hat_d),
    .cal_r      (i_r_d),
    .cal_result (cal_result0)
); 
cal CAL_U1 (
    .cal_x      (pattern1),
    .cal_y      (i_y_hat_d),
    .cal_r      (i_r_d),
    .cal_result (cal_result1)
); 
cal CAL_U2 (
    .cal_x      (pattern2),
    .cal_y      (i_y_hat_d),
    .cal_r      (i_r_d),
    .cal_result (cal_result2)
); 
cal CAL_U3 (
    .cal_x      (pattern3),
    .cal_y      (i_y_hat_d),
    .cal_r      (i_r_d),
    .cal_result (cal_result3)
);
assign cal_done = (busy && (cycle_cnt == 63))? 1: 0;
always@(posedge i_clk or negedge i_rst) begin
    if(~i_rst)                              cycle_cnt <= 0;
    else if(busy)                           cycle_cnt <= cycle_cnt+1;
end
always@(posedge i_clk or negedge i_rst) begin
    if(~i_rst)                              busy <= 0;
    else if(i_trig)                         busy <= 1;
    else if(cycle_cnt == 63)                busy <= 0;
end
always@(posedge i_clk or negedge i_rst) begin
    if(~i_rst)          i_trig_d <= 0;
    else                i_trig_d <= i_trig;
end
always@(posedge i_clk or negedge i_rst) begin
    if(~i_rst)          i_y_hat_d <= 0;
    else if(i_trig)     i_y_hat_d <= i_y_hat;
end
always@(posedge i_clk or negedge i_rst) begin
    if(~i_rst)          i_r_d <= 0;
    else if(i_trig)     i_r_d <= i_r;
end
assign o_rd_vld   = (w_ptr != r_ptr)? 1: 0;
assign o_llr      = (o_rd_vld)? {buffer[r_ptr], 7'b0000001}: 0;
assign o_hard_bit = (o_rd_vld)? buffer[r_ptr]: 0;
always@(posedge i_clk or negedge i_rst) begin
    if(~i_rst)                          buffer <= 0;
    else if(cal_done)                   buffer[w_ptr+: 8] <= {hb_x42, hb_x41, hb_x32, hb_x31, hb_x22, hb_x21, hb_x12, hb_x11};
end
always@(posedge i_clk or negedge i_rst) begin
    if(~i_rst)                          w_ptr <= 0;
    else if(cal_done)                   w_ptr <= w_ptr + 8;
end
always@(posedge i_clk or negedge i_rst) begin
    if(~i_rst)                          r_ptr <= 0;
    else if(o_rd_vld && i_rd_rdy)       r_ptr <= r_ptr + 1;
end
assign pattern0 = {cycle_cnt, 2'b00};
assign pattern1 = {cycle_cnt, 2'b01};
assign pattern2 = {cycle_cnt, 2'b10};
assign pattern3 = {cycle_cnt, 2'b11};
assign cal_min01 = (cal_result0 < cal_result1)? cal_result0: cal_result1;
assign cal_min23 = (cal_result2 < cal_result3)? cal_result2: cal_result3;
assign cal_min13 = (cal_result1 < cal_result3)? cal_result1: cal_result3;
assign cal_min02 = (cal_result0 < cal_result2)? cal_result0: cal_result2;
assign local_min = (  cal_min01 < cal_min23  )? cal_min01  : cal_min23;
assign min_x42_n = (           cycle_cnt[5])? min_x42_1_n: min_x42_0_n;
assign min_x42   = (  min_x42_n < local_min)? min_x42_n  : local_min;
assign min_x41_n = (           cycle_cnt[4])? min_x41_1_n: min_x41_0_n;
assign min_x41   = (  min_x41_n < local_min)? min_x41_n  : local_min;
assign min_x32_n = (           cycle_cnt[3])? min_x32_1_n: min_x32_0_n;
assign min_x32   = (  min_x32_n < local_min)? min_x32_n  : local_min;
assign min_x31_n = (           cycle_cnt[2])? min_x31_1_n: min_x31_0_n;
assign min_x31   = (  min_x31_n < local_min)? min_x31_n  : local_min;
assign min_x22_n = (           cycle_cnt[1])? min_x22_1_n: min_x22_0_n;
assign min_x22   = (  min_x22_n < local_min)? min_x22_n  : local_min;
assign min_x21_n = (           cycle_cnt[0])? min_x21_1_n: min_x21_0_n;
assign min_x21   = (  min_x21_n < local_min)? min_x21_n  : local_min;
assign min_x12_1 = (min_x12_1_n < cal_min23)? min_x12_1_n: cal_min23;
assign min_x12_0 = (min_x12_0_n < cal_min01)? min_x12_0_n: cal_min01;
assign min_x11_1 = (min_x11_1_n < cal_min13)? min_x11_1_n: cal_min13;
assign min_x11_0 = (min_x11_0_n < cal_min02)? min_x11_0_n: cal_min02;
always@(posedge i_clk or negedge i_rst) begin
    if(~i_rst) begin
        min_x42_1_n <= INF;
        min_x42_0_n <= INF;
        min_x41_1_n <= INF;
        min_x41_0_n <= INF;
        min_x32_1_n <= INF;
        min_x32_0_n <= INF;
        min_x31_1_n <= INF;
        min_x31_0_n <= INF;
        min_x22_1_n <= INF;
        min_x22_0_n <= INF;
        min_x21_1_n <= INF;
        min_x21_0_n <= INF;
        min_x12_1_n <= INF;
        min_x12_0_n <= INF;
        min_x11_1_n <= INF;
        min_x11_0_n <= INF;
    end else if(cal_done) begin
        min_x42_1_n <= INF;
        min_x42_0_n <= INF;
        min_x41_1_n <= INF;
        min_x41_0_n <= INF;
        min_x32_1_n <= INF;
        min_x32_0_n <= INF;
        min_x31_1_n <= INF;
        min_x31_0_n <= INF;
        min_x22_1_n <= INF;
        min_x22_0_n <= INF;
        min_x21_1_n <= INF;
        min_x21_0_n <= INF;
        min_x12_1_n <= INF;
        min_x12_0_n <= INF;
        min_x11_1_n <= INF;
        min_x11_0_n <= INF;
    end else if(i_trig_d || busy) begin
        min_x42_1_n <= ( cycle_cnt[5])? min_x42: min_x42_1_n;
        min_x42_0_n <= (~cycle_cnt[5])? min_x42: min_x42_0_n;
        min_x41_1_n <= ( cycle_cnt[4])? min_x41: min_x41_1_n;
        min_x41_0_n <= (~cycle_cnt[4])? min_x41: min_x41_0_n;
        min_x32_1_n <= ( cycle_cnt[3])? min_x32: min_x32_1_n;
        min_x32_0_n <= (~cycle_cnt[3])? min_x32: min_x32_0_n;
        min_x31_1_n <= ( cycle_cnt[2])? min_x31: min_x31_1_n;
        min_x31_0_n <= (~cycle_cnt[2])? min_x31: min_x31_0_n;
        min_x22_1_n <= ( cycle_cnt[1])? min_x22: min_x22_1_n;
        min_x22_0_n <= (~cycle_cnt[1])? min_x22: min_x22_0_n;
        min_x21_1_n <= ( cycle_cnt[0])? min_x21: min_x21_1_n;
        min_x21_0_n <= (~cycle_cnt[0])? min_x21: min_x21_0_n;
        min_x12_1_n <= min_x12_1;
        min_x12_0_n <= min_x12_0;
        min_x11_1_n <= min_x11_1;
        min_x11_0_n <= min_x11_0;
    end
end
assign min_x42_1 = ( cycle_cnt[5])? min_x42: min_x42_1_n;
assign min_x42_0 = (~cycle_cnt[5])? min_x42: min_x42_0_n;
assign min_x41_1 = ( cycle_cnt[4])? min_x41: min_x41_1_n;
assign min_x41_0 = (~cycle_cnt[4])? min_x41: min_x41_0_n;
assign min_x32_1 = ( cycle_cnt[3])? min_x32: min_x32_1_n;
assign min_x32_0 = (~cycle_cnt[3])? min_x32: min_x32_0_n;
assign min_x31_1 = ( cycle_cnt[2])? min_x31: min_x31_1_n;
assign min_x31_0 = (~cycle_cnt[2])? min_x31: min_x31_0_n;
assign min_x22_1 = ( cycle_cnt[1])? min_x22: min_x22_1_n;
assign min_x22_0 = (~cycle_cnt[1])? min_x22: min_x22_0_n;
assign min_x21_1 = ( cycle_cnt[0])? min_x21: min_x21_1_n;
assign min_x21_0 = (~cycle_cnt[0])? min_x21: min_x21_0_n;
assign llr_x42 = (cal_done)? (min_x42_1 - min_x42_0): 0;
assign llr_x41 = (cal_done)? (min_x41_1 - min_x41_0): 0;
assign llr_x32 = (cal_done)? (min_x32_1 - min_x32_0): 0;
assign llr_x31 = (cal_done)? (min_x31_1 - min_x31_0): 0;
assign llr_x22 = (cal_done)? (min_x22_1 - min_x22_0): 0;
assign llr_x21 = (cal_done)? (min_x21_1 - min_x21_0): 0;
assign llr_x12 = (cal_done)? (min_x12_1 - min_x12_0): 0;
assign llr_x11 = (cal_done)? (min_x11_1 - min_x11_0): 0;
assign hb_x42 = llr_x42[9];
assign hb_x41 = llr_x41[9];
assign hb_x32 = llr_x32[9];
assign hb_x31 = llr_x31[9];
assign hb_x22 = llr_x22[9];
assign hb_x21 = llr_x21[9];
assign hb_x12 = llr_x12[9];
assign hb_x11 = llr_x11[9];
endmodule
$ cat design/flow/run.sh
#!/bin/bash
# OpenROAD 26Q1-2900-gdf79404cd8, Yosys 0.63+post, stock flow scripts
make -C /OpenROAD-flow-scripts/flow DESIGN_CONFIG=/design/flow/config.mk WORK_HOME=/design/flow/orfs finish
==> notes.org <==
#+TITLE: Synthesis and PnR summary

** STA
- Setup Viol. Count Final :: 0
- For the pin with the worst max-slew slack, the measured transition is 0.990 ns.
- Across the routed clock network, the largest skew measured is 0.0553 ns.
- The highest clock rate this design can be run at is 49.3 MHz.
- Across all checked pins, the minimum headroom to the slew limit is 34.0%.
- Share of the cycle needed by the critical path after routing :: 53.2%
- Setup repair after global routing missed its margin :: no
- Total Negative Setup Slacks :: 0 ns
- Hold-check failures listed in the final report amount to 0.
- Max-slew check failures listed in the final report amount to 0.
- For the finished layout, the period the worst path requires is 20.29 ns.

** Logic synthesis
- Share of synthesized cell area in full adder, half adder and majority cells :: 21.1%
- Of the post-synthesis cell area, the dominant cell type holds 22.7%.
- The post-synth count of flops with an enable pin is 0.
- The synthesized netlist handed to floorplanning was reported with a cell count of 5521.
- The synthesized design contains 629 register bits.
- Summing the areas of all compound-gate instances in the mapped netlist gives 12.7% of the synthesized area.
- Of all flip-flops after synthesis, the portion carrying an async set or reset was 100%.
- Library cell with the largest summed area after synthesis :: dfrtp_1
- Yosys instantiated no cell more often than nand2_1.
- Multiplexer share of the synthesized area :: 11.4%
- Yosys stat cell total :: 5521
- Main synth FF type :: dfrtp_1
- Dominant kind of combinational cell :: adder cells
- Per Yosys stat, the portion of area used by sequential elements is 29.8%.
- Post-synthesis xor/xnor area fraction :: 8.56%
- Top cells by area :: dfrtp_1 23%, ha_1 11%, fa_1 9.4%
- Yosys reports that the most numerous cell types are 606 x nand2_1, 562 x inv_1, 490 x ha_1, 485 x dfrtp_1, 341 x xnor2_1.
- Simple-gate share of the synthesized area :: 10.7%
- The cell area that synthesis handed to floorplanning was 0.0534 mm².
- Synth Area per Inst :: 9.68 µm²
- The number of different library cells used by synthesis comes to 103.
- The chip area line in the Yosys stat output reads 0.0534 mm².
- The synthesis report lists the Yosys warning total as 1.

** Clocking
- Buffers inserted to repair hold after CTS numbered 0.
- H-Tree Depth :: 3
- In this run the deepest clock path goes through 3 buffers.
- Worst-skew pair later-pin latency :: 0.73 ns
- Looking at the post-CTS report, the setup buffer insertion count equals 0.
- CTS added clock buffers totalling 78.
- Library cell used as clock root buffer :: clkbuf_16
- Clock tree from TritonCTS :: yes
- TritonCTS reports the number of clock sinks as 629.
- The timing report gives the clock slew at the launch and capture registers of the worst setup and hold paths as 0.06 ns.
- After clock tree synthesis, the repair step resized 0 gates.

** Placement
- Gp weighted congestion :: 0.912
- Placed wire-length estimate after detailed placement :: 109000 µm
- In this run the tool buffered the top-level ports with 199 buffer cells.
- In this run, placement finished with an instance count of 7934.
- Placed cell area :: 0.0582 mm²

** Global routing
- The global routing report lists combined usage of all routing layers as 16.8%.
- Global-route wire length before repair :: 228000 µm
- Entering global routing, the biggest net connects 112 pins.
- The total overflow left after global routing is 0.
- Via count of the first global-routing pass :: 40000
- Initial antenna violation count :: 9

** Detailed routing
- Post-route ant nets :: 0
- 1st-iter DRT viols :: 2293
- Summing over every cut layer, the via total after detailed routing is 39300.
- The pre-antenna-repair detailed-routing pass consisted of 7 iterations.
- Remaining DRCs :: 0
- Wire length after detailed routing :: 145000 µm
- Per the detail_route report, routed wire per instance is 18.0 µm.
- Vias per cell :: 4.87

** Die
- Width of the chip :: 424 µm
- Effective utilization at floorplan :: 30.3%
- The floorplan step defined a die boundary enclosing 0.180 mm².
- In this run the vertical extent of the chip is 424 µm.
- Core footprint :: 0.176 mm²
- Site row count :: 154
- Count of pins on the block boundary :: 206

** Worst setup path
- Startpoint class of the critical path :: flip-flop
- The critical path is of the reg -> reg type.
- Max incr delay on CP :: 0.75 ns
- Along the worst path, the maximum fanout reaches 32.
- Slowest CP cell :: and2_0
- Kind of capture point of the worst setup path :: flip-flop
- The data required time reported for the critical path is 38.69 ns.
- Arrival time of the worst setup path :: 20.87 ns

** Run status
- Outcome :: finished, final reports clean

** Run
- Stage-log warning count :: 38
- Max-cap violations in this run came to 0.

** Final layout
- The finished layout holds 8080 standard cells, fillers aside.
- Layout area overhead :: 14.3%
- Fraction of final layout cells sized beyond drive strength 1 :: 13.8%
- The final report gives the standard cell area, fillers excluded, as 0.0610 mm².

** Worst hold path
- Hold crit path type :: reg -> reg
==> per-stage QoR <==
stage / setup slack [ns] / hold WS, ns / utilization, %
global route: 16.25 / 0.490 / 34.6
finish: 17.81 / 0.475 / 34.6
global placement: 18.06 / 0.456 / 33.0
detailed placement: 17.96 / 0.463 / 33.0
floorplan: 20.20 / 0.443 / -
CTS: 17.85 / 0.478 / 34.6
==> worst paths after layout <==
kind                                               start                    endpoint  slack [ns]  cells past startpoint
worst max-delay path            cycle_cnt[5]$_DFFE_PN0P_     buffer[203]$_DFFE_PN0P_       17.81                     76
worst min-delay path             buffer[130]$_DFFE_PN0P_     buffer[130]$_DFFE_PN0P_        0.48                      2
worst max register to register  cycle_cnt[5]$_DFFE_PN0P_     buffer[203]$_DFFE_PN0P_       17.81                     76
worst min register to register   buffer[130]$_DFFE_PN0P_     buffer[130]$_DFFE_PN0P_        0.48                      2
max in group asynchronous                          i_rst   i_y_hat_d[62]$_DFFE_PN0P_       28.52                      4
min in group asynchronous                          i_rst  min_x12_0_n[9]$_DFFE_PN0P_        7.00                      1
==> registers in the layout, summed over array words and instances, names as in the netlist <==
| signal | count |
|---|---|
| min_x11_1_n | 10 |
| i_r_d | 128 |
| min_x42_0_n | 10 |
| busy | 1 |
| i_y_hat_d | 64 |
| min_x31_1_n | 10 |
| min_x12_0_n | 10 |
| min_x32_1_n | 10 |
| i_trig_d | 1 |
| min_x32_0_n | 10 |
| min_x22_1_n | 10 |
| min_x42_1_n | 10 |
| w_ptr | 5 |
| min_x21_1_n | 10 |
| min_x11_0_n | 10 |
| min_x41_1_n | 10 |
| cycle_cnt | 6 |
| min_x21_0_n | 10 |
| r_ptr | 8 |
| min_x12_1_n | 10 |
| min_x41_0_n | 10 |
| min_x22_0_n | 10 |
| min_x31_0_n | 10 |
| buffer | 256 |
==> worst max-delay path, delay by kind of cell, from the launching register on <==
family | cells | cell delay (ns)
fa+ha+maj | 16 | 6.28
compound gates | 24 | 5.51
simple gates | 15 | 2.71
buf+inv | 13 | 2.38
xor+xnor | 5 | 1.48
mux | 3 | 1.02
flops | 1 | 0.70
==> metal layers <==
metal	global-route usage (%)	wire [µm]	vias to the layer above
met3	4.72	10100	224
met1	22.4	61300	18900
met2	27.0	68600	1018
met5	0	85	-
li1	-	-	19200
met4	4.74	4930	14
==> kinds of logic after synthesis <==
family / Yosys count
buffers and inverters: 784
xor gates and xnor gates: 518
adders and majority gates: 750
other: 2
muxes: 468
and+or+nand+nor: 1279
AOI/OAI and AO/OA: 1091
DFF: 629
==> placed cells by master (no fill, tap or decap), types with 100 or more instances in the layout <==
cell,count
a21o_1,100
a21oi_1,291
clkdlybuf4s50_1,197
dfrtp_1,478
dfstp_2,144
fa_1,251
ha_1,490
inv_1,562
mux2_2,262
mux2i_1,116
nand2_1,605
nor2_1,287
o21ai_0,285
o21ai_1,103
xnor2_1,335
xor2_1,172
==> layout make-up <==
cell class,count,area (µm²)
flip-flops and latches,629,15900
fillers,17600,115000
inverters,562,2110
multi-input cells,4125,34600
well taps,2340,2930
clock buffers,103,2190
repair buffers,278,2610
clock inverters,41,671
diodes,2,5.00
